**config.mk**
```make
export PLATFORM = sky130hd
export DESIGN_NAME = Demux_1x2_en
export DESIGN_NICKNAME = Demux_1x2_en
export VERILOG_FILES = /design/flow/design.v
export SDC_FILE = /design/flow/constraint.sdc
export NUM_CORES = 4
export LEC_CHECK = 1
export CORE_AREA = 10 10 80 80
export DIE_AREA = 0 0 90 90
```
**constraint.sdc**
```tcl
current_design Demux_1x2_en

set clk_period 1.0
set clk_io_pct 0.2

create_clock -name clk0 -period $clk_period

set non_clock_inputs [all_inputs -no_clocks]
set_input_delay [expr $clk_period * $clk_io_pct] -clock clk0 $non_clock_inputs
set_output_delay [expr $clk_period * $clk_io_pct] -clock clk0 [all_outputs]
```
**design.v**
```verilog
module Demux_1x2_en #(parameter width = 31) (
    input wire [width:0] in,
    input wire select,
    input wire enable,
    output reg [width:0] out1,out2
);
always @ (*)begin
    if(enable)begin
        case (select)
            1'b0: begin
                out1 = in;
                out2 = 0;
            end
            1'b1: begin
                out1 = 0;
                out2 = in;
            end
        endcase
    end
    else begin
        out1 = 1'bx;
        out2 = 1'bx;
    end
end
endmodule
```
**run.sh**
```bash
#!/bin/bash
# OpenROAD 26Q1-2900-gdf79404cd8, Yosys 0.63+post, stock flow scripts
make -C /OpenROAD-flow-scripts/flow DESIGN_CONFIG=/design/flow/config.mk WORK_HOME=/design/flow/orfs finish
```
==> design notes <==
The flow ran to the end, but the final reports show violations. The final reports fail on negative setup slack. The final layout contains a sequential cell count of 0.

Before antenna repair, the detailed router went through 2 iterations. The total wire length is 4.73 mm, and the floorplan utilization is 12.1%. The stage-log warning count is 34, and the half-perimeter wire length of the detailed placement result is 2.84 mm. Endpoints failing hold in the final report were tallied at 0. Setup repair after global routing could not meet its margin everywhere. In this run the static leakage power is 1.26 nW. Global routing finished with a remaining overflow of 0. The via count of the first global-routing pass is 1223. Max-slew check failures listed in the final report amount to 0.

Final hold analysis gives a worst-case slack of 0.825 ns. The main area contributors are and3_1 (35%), and3b_2 (33%), and3b_1 (20%), buf_2 (8.8%), clkbuf_2 (2.6%). The beginning of the critical path is select. STA classifies the critical path startpoint as an input pin. The residual DRC count was 0; the distinct cell type count of the synthesized netlist was 5. The vertical die dimension reported for this design is 90 µm.

The die footprint came out at 8100 µm². Sorting the Yosys area breakdown by cell type puts at the top and3_1. Setup total negative slack on the finished layout was measured at -2.12 ns. In this run the biggest area consumer among cell types represents 35.2% of the synthesized area. The post-route fraction of the period consumed by the critical path was 109%; the final core area utilization was 46.5%.

According to the I/O placement log, the pin count is 98. For this run, the script counts the antenna cells in the layout as 0. Entering global routing, the biggest net connects 13 pins.

The number of DRC markers in iteration 0 was 17; the maximum clock frequency was 0.915 GHz. Summing every instance area after synthesis gives 569 µm². The run gives 4.19 for the number of vias per cell after detailed routing. The run gives 0 for the number of antenna violations at the first check in global routing.

The port buffer count is 98, and the overall die width is 90 µm. Type of element capturing the critical path: an output pin. With the count of warnings emitted by yosys at 1, the number of antenna-violating nets in the routed design is 0. Post-synthesis, Yosys gives the total cell area as 569 µm².

The synthesized netlist was found by Yosys to have 77 cells. The logs give 0% for the sequential share of the synthesized area and 0 for the count of max-cap constraint violations. The row count was 25; the final routed wire length divided by cell count was 17.3 µm. Worst min-delay path class: input pin to output pin.

The report shows a maximum critical-path fanout of 8. The report lists the power per cell area as 347 nW/µm². Of the cells placed in the final design, the portion with a size suffix greater than 1 is 74.8%. The routed layout has 1145 vias. The run gives 47 for the setup-violating endpoint count in the final report. The run gives 0.712 for the weighted congestion reported at the end of routability-driven placement. With the post-synthesis cell count at 77, the global-route usage over all layers is 11.2%. The run gives 7.39 µm² for the average footprint of a synthesized cell.

Clock buffer count: 0. The core footprint came out at 4720 µm². At the placement stage, the worst setup path has a slack of -0.837 ns. Startpoint of the tightest hold check path: in[8].

The OpenROAD report gives the critical path a data arrival time of 0.89 ns. The placed instances occupy a cell area of 1620 µm². Looking at the max-slew report, the worst-margin pin has a slew of 0.140 ns. The worst IR drop on VDD is 183 µV. According to the timing report, the data required time at the worst endpoint equals 0.80 ns.

The first global-routing pass estimated 7.42 mm of wire. The logs give -0.0932 ns for the post-route worst setup slack and 0 µm² for the footprint of the flip-flops and latches. The critical path is of the input pin to output pin type.

In this run the tightest slew margin relative to its limit is 90.7%. The cts-stage hold buffer count was 0. The final instance area was 2200 µm². The run gives 286% for the relative area change from synthesis to final layout.

Final period demand of the worst path: 1.09 ns.
layout make-up:
cell class | instances | area [µm²]
fillers | 451 | 2530
multi-input cells | 64 | 629
well taps | 67 | 83.8
repair buffers | 142 | 1480
placed cells by master, fill, tap and decap left out:
cell type | netlist | layout
buf_4 | 0 | 4
and3_4 | 0 | 25
buf_8 | 0 | 6
buf_2 | 10 | 43
and3_1 | 32 | 7
clkbuf_2 | 3 | 3
and3b_2 | 19 | 19
bufbuf_16 | 0 | 1
and3b_1 | 13 | 13
buf_16 | 0 | 11
buf_6 | 0 | 37
clkdlybuf4s15_1 | 0 | 1
buf_12 | 0 | 5
dlygate4sd2_1 | 0 | 31
routing by layer:
layer	part of all wire [%]	GRT usage (%)	vias up
li1	-	-	562
met1	39	13.1	532
met2	53	21.1	49
met3	7.2	2.93	2
met4	0.51	0	0
met5	0	0	-
metrics by stage:
stage,power (W),std cells
final,0.000761,273
after global routing,0.000820,273
after CTS,0.000730,273
after detailed placement,0.000492,234
after global placement,0.000492,234
after floorplan,0.000117,77
timing repair:
action / 4_1_cts / 5_1_grt
pin swaps: 28 / 3
cloned: 15 / 0
setup endpoints to repair: 64 / 56
setup buffers: 24 / 1
resized: 309 / 30
where the power goes:
group / switching (W) / internal, W / total [W] / leakage, nW
Sequential: 0 / 0 / 0 / 0
Combinational: 0.000220 / 0.000541 / 0.000761 / 1.26
Clock: 0 / 0 / 0 / 0
Total: 0.000220 / 0.000541 / 0.000761 / 1.26
final timing paths:
| path | to | slack, ns | cells after the start |
|---|---|---|---|
| setup / recovery | out1[29] | -0.09 | 4 |
| hold / removal | out2[8] | 0.83 | 3 |
kinds of logic (layout without fill, tap and decap cells):
kind of cell           after synthesis  count (layout)  share of synthesized area (%)
AND/OR/NAND/NOR                     64              64                           88.6
buffers and inverters               13             142                           11.4
cells in the mapped netlist:
cell type  count
and3b_2       19
buf_2         10
and3_1        32
clkbuf_2       3
and3b_1       13
critical path, stage by stage:
cell and delay [ns]:
buf_12 0.13, bufbuf_16 0.26, and3b_2 0.21, buf_2 0.09
Power and IR drop assume default switching activity.
