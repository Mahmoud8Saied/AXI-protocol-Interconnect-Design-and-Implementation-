### /design/flow/config.mk
export PLATFORM = sky130hd
export DESIGN_NAME = Controller
export DESIGN_NICKNAME = Controller
export VERILOG_FILES = /design/flow/design.v
export SDC_FILE = /design/flow/constraint.sdc
export NUM_CORES = 4
export LEC_CHECK = 1
export CORE_UTILIZATION = 50
### /design/flow/constraint.sdc
current_design Controller

set clk_period 1.5
set clk_io_pct 0.2

create_clock -name clk0 -period $clk_period [get_ports {clkk}]

set non_clock_inputs [all_inputs -no_clocks]
set_input_delay [expr $clk_period * $clk_io_pct] -clock clk0 $non_clock_inputs
set_output_delay [expr $clk_period * $clk_io_pct] -clock clk0 [all_outputs]
### /design/flow/design.v
module Controller (
    input clkk, resett,
    input wire [31:0] slave0_addr1, 
    input wire [31:0] slave0_addr2,
    input wire [31:0] slave1_addr1,
    input wire [31:0] slave1_addr2,
    input wire [31:0] M_ADDR,
    input wire S0_ARREADY,
    input wire S1_ARREADY,
    input wire M0_ARVALID, 
    input wire M1_ARVALID, 
    input wire M0_RREADY,
    input wire M1_RREADY,
    input wire S0_RVALID,
    input wire S1_RVALID,
    input wire S0_RLAST,
    input wire S1_RLAST,
    output reg select_slave_address, select_data_M0, select_data_M1,
    output reg en_S0, en_S1,
    output reg enable_S0, enable_S1,
    output reg select_master_address
);
reg [1:0] curr_state_slave, next_state_slave, curr_state_slave2;
reg [1:0] curr_state_address, next_state_address, next_state_slave2;
reg S0_busy = 0, S1_busy = 0;
reg M1_wait;
localparam Idle_address = 2'b00;
localparam M0_Address = 2'b01;
localparam M1_Address = 2'b10;
localparam Idle_slave = 2'b00;
localparam Slave0 = 2'b01;
localparam Slave1 = 2'b10;
localparam Idle_slave_2 = 2'b00;
localparam Slave0_2 = 2'b01;
localparam Slave1_2 = 2'b10;
always @(posedge clkk or negedge resett) begin
    if(!resett)begin
        curr_state_slave <= Idle_slave;
        curr_state_slave2 <= Idle_slave_2;
        curr_state_address <= Idle_address;
    end
    else begin
        curr_state_slave <= next_state_slave;
        curr_state_slave2 <= next_state_slave2;
        curr_state_address <= next_state_address;
    end
end
always @(*) begin
    case (curr_state_address)
        Idle_address:begin
            if(M0_ARVALID && M1_ARVALID)begin
                next_state_address = M0_Address; 
                select_master_address = 1'b0;
                M1_wait = 1'b1;
            end
            else begin
                if((M0_ARVALID && S0_ARREADY) || (M0_ARVALID && S1_ARREADY) || (M1_ARVALID && S0_ARREADY) || (M1_ARVALID && S1_ARREADY))begin
                    next_state_address = Idle_address;
                end
                else if(M0_ARVALID)begin
                    next_state_address = M0_Address; 
                    select_master_address = 1'b0;
                    if(M_ADDR <= slave0_addr2 && M_ADDR >= slave0_addr1)begin
                        select_slave_address = 1'b0;    
                    end
                    else if(M_ADDR <= slave1_addr2 && M_ADDR >= slave1_addr1)begin
                        select_slave_address = 1'b1;
                    end
                    else next_state_address = Idle_address;
                end
                else if(M1_ARVALID)begin
                    next_state_address = M1_Address; 
                    select_master_address = 1'b1;
                    if(M_ADDR <= slave0_addr2 && M_ADDR >= slave0_addr1)begin
                        select_slave_address = 1'b0;    
                    end
                    else if(M_ADDR <= slave1_addr2 && M_ADDR >= slave1_addr1)begin
                        select_slave_address = 1'b1;
                    end
                end
                else next_state_address = Idle_address;
            end
        end
        M0_Address:begin
                    if(M0_ARVALID && S0_ARREADY) begin
                        next_state_slave = Slave0; 
                        next_state_address =Idle_address;
                    end
                    else if(M0_ARVALID && S1_ARREADY) begin
                        next_state_slave = Slave1;
                        next_state_address =Idle_address;
                    end
                else next_state_address = Idle_address; 
        end
        M1_Address:begin
                if(M1_ARVALID && S0_ARREADY) begin
                    next_state_slave2 = Slave0_2;
                    next_state_address = Idle_address;
                end
                else if(M1_ARVALID && S1_ARREADY) begin
                    next_state_slave2 = Slave1_2; 
                    next_state_address = Idle_address; 
                end
            else next_state_address = Idle_address;  
        end
        default: next_state_address = Idle_address;
    endcase
    case(curr_state_slave)
        Idle_slave:begin
        end
        Slave0:begin
                select_data_M0 = 1'b0;  
                en_S0 = 1'b0;
            if(M0_RREADY || S0_RVALID || S0_RLAST) begin
                next_state_slave = Slave0;
            end
            else if(M0_RREADY && S0_RVALID && S0_RLAST) begin
                next_state_slave = Slave0; 
            end
            else begin 
                next_state_slave = Idle_slave;  
            end
        end
        Slave1:begin
                select_data_M0 = 1'b1;  
                en_S1 = 1'b0;
            if(M0_RREADY || S1_RVALID || S1_RLAST) begin
                next_state_slave = Slave1;
            end
            else if(M0_RREADY && S1_RVALID && S1_RLAST) begin
                next_state_slave = Slave1; 
            end
            else begin 
                next_state_slave = Idle_slave;  
            end
        end
        default: next_state_slave = Idle_slave;
    endcase
    case (curr_state_slave2)
        Idle_slave_2:begin
        end
        Slave0_2:begin
                select_data_M1 = 1'b0;  
                en_S0 = 1'b1;
            if(M1_RREADY || S0_RVALID || S0_RLAST) begin
                next_state_slave2 = Slave0_2; 
            end
            else if(M1_RREADY && S0_RVALID && S0_RLAST) begin
                next_state_slave2 = Slave0_2; 
            end
            else begin 
                next_state_slave2 = Idle_slave_2;
            end
        end
        Slave1_2:begin
                select_data_M1 = 1'b1;  
                en_S1 = 1'b1;
            if(M1_RREADY || S1_RVALID || S1_RLAST) begin
                next_state_slave2 = Slave1_2; 
            end
            if(M1_RREADY && S1_RVALID && S1_RLAST) begin
                next_state_slave2 = Slave1_2; 
            end
            else begin 
                next_state_slave2 = Idle_slave_2;
            end
        end
        default: next_state_slave2 = Idle_slave_2;
    endcase
end
endmodule
### /design/flow/run.sh
#!/bin/bash
# OpenROAD 26Q1-2900-gdf79404cd8, Yosys 0.63+post, stock flow scripts
make -C /OpenROAD-flow-scripts/flow DESIGN_CONFIG=/design/flow/config.mk WORK_HOME=/design/flow/orfs finish
==> summary.txt <==
Implementation results. During placement, the flow inserted port buffers numbering 177. The run stopped with a tool error. Die height landed at 90.2 um. Yosys mapped the design onto 48 distinct sky130hd cell types. The number of clock buffers added by TritonCTS is 3. Hold buffer count at cts landed at 0. The flow stopped in global routing. Synthesized instance count landed at approximately 520.

sky130_fd_sc_hd__ha_1 takes more of the synthesized area than any other cell. Routability-driven placement congestion ratio landed at 0.896. Post-synth design cell area landed at slightly below 0.004 sq mm. After detailed placement, the total cell area comes to ~0.0065 sq mm. The synthesis report lists the Yosys warning total as 7.

The first error in the log reads "[ERROR DPL-0036] Detailed placement failed". Worst-case clock buffer depth landed at 2. Share of Yosys cell area claimed by the top area cell type landed at around 44%. For reference, the top cells by area after synthesis are sky130_fd_sc_hd__ha_1, sky130_fd_sc_hd__inv_1, sky130_fd_sc_hd__a21oi_1, sky130_fd_sc_hd__nand2_1, sky130_fd_sc_hd__dfrtp_1. Core utilization before placement landed at 52.8%. The HPWL after detailed placement is approximately 11,000 um. The synthesized netlist was found by Yosys to have approximately 520 cells.

Looking at the clock tree report, the H-tree level count equals 1. The most used flip-flop cell after synthesis is sky130_fd_sc_hd__dlxtn_1. Pin count of the biggest net entering global routing landed at 8.

Row count landed at 31. A synthesized cell averages about 7.4 sq um. Counting flops with a built-in enable in the synthesized netlist gives 0. The report classifies the worst endpoint after the last repair as a register data pin.

Post-placement worst setup slack landed at -1.43 ns. about 180 I/O pins were placed. According to the Yosys statistics, the synthesized design has a chip area of between 0.003 and 0.004 sq mm. CTS placed an instance of sky130_fd_sc_hd__clkbuf_8 at the clock tree root. Width of the die landed at 90.2 um.

Number of unconstrained endpoints landed at 20. Counting flops and latches in the post-synthesis netlist gives 17. The timer found 10 register pins that no clock reaches; their paths are not timed. In the global-route stage, repair_timing last flagged the worst endpoint as curr_state_address[2]$_DFF_PN0_/D. Fraction of registers with async set or reset after synthesis landed at 41.2%.
[Yosys cell counts (all sizes together), types with 3 or more instances]
cell	n
a2111oi	3
o21ai	16
dfrtp	6
o21a	4
a21oi	56
nand3	16
o211ai	5
a211oi	3
nand2	43
and4	5
nor2	16
nor3	5
nand4	20
nor2b	5
or4	4
inv	132
o31ai	4
a221oi	5
ha	136
a21o	5
dlxtn	8
[per-stage QoR]
step | hold WS, ns | cells | total power [mW] | utilization [%]
3_5_place_dp | 0.587 | 856 | 1.78 | 87.7
3_3_place_gp | 0.588 | 856 | 1.71 | 87.7
4_1_cts | 0.351 | 862 | 2.07 | 88.9
2_1_floorplan | 0.00441 | 524 | 0.913 | -
[repair_timing]
item                                   in CTS
gates resized                              36
endpoints found under the hold margin       0
setup endpoints to repair                   2
pin swaps                                  11
gates cloned                                0
buffers inserted                            2
[cells by family after synthesis]
family | share of synthesized area (%)
buffers and inverters | 13.2
DFF | 4.54
latches | 3.86
and+or+nand+nor | 16.7
adders and majority gates | 43.8
other | 0.0964
AOI/OAI and AO/OA | 17.6
xor gates and xnor gates | 0.225
Power figures rest on the tool's default switching activity, not on a simulated workload.
